## ./run.sh

```bash
#!/bin/bash
# OpenROAD 26Q1-2900-gdf79404cd8, Yosys 0.63+post, stock flow scripts
make -C /OpenROAD-flow-scripts/flow DESIGN_CONFIG=/design/flow/config.mk WORK_HOME=/design/flow/orfs finish
```

## ./config.mk

```make
export PLATFORM = sky130hd
export DESIGN_NAME = EX_MEM
export DESIGN_NICKNAME = EX_MEM
export VERILOG_FILES = /design/flow/design.v
export SDC_FILE = /design/flow/constraint.sdc
export NUM_CORES = 4
export LEC_CHECK = 1
export CORE_AREA = 10 10 219 219
export DIE_AREA = 0 0 229 229
```

## ./constraint.sdc

```tcl
current_design EX_MEM

set clk_period 1.0
set clk_io_pct 0.2

create_clock -name clk0 -period $clk_period [get_ports {clk}]

set non_clock_inputs [all_inputs -no_clocks]
set_input_delay [expr $clk_period * $clk_io_pct] -clock clk0 $non_clock_inputs
set_output_delay [expr $clk_period * $clk_io_pct] -clock clk0 [all_outputs]
```

## ./design.v

```verilog
`timescale 1ns / 1ps
module EX_MEM(
reset, clk,
sig_in, AluOut_in, R2_out_in, IR_in, PC_in,
RDdst_in, halt_in,
sig_out, AluOut_out, R2_out_out, IR_out, PC_out,
RDdst_out, halt_out
    );
    input reset;
    input clk, halt_in;
    input [31:0] sig_in, AluOut_in, R2_out_in, IR_in, PC_in;
    input [4:0] RDdst_in;
    reg [4:0] RDdst = 0;
    reg halt = 0;
    output [31:0] sig_out, AluOut_out, R2_out_out, IR_out, PC_out;
    output [4:0] RDdst_out;
    output halt_out;
    _regforMain sig(clk, 1, reset, sig_in, sig_out);
    _regforMain AluOut(clk, 1, reset, AluOut_in, AluOut_out);
    _regforMain R2_out(clk, 1, reset, R2_out_in, R2_out_out);
    _regforMain IR(clk, 1, reset, IR_in, IR_out);
    _regforMain PC(clk, 1, reset, PC_in, PC_out);
    always @ ( posedge clk ) begin
      if(reset) begin
      RDdst = 0;
      halt = 0;
      end
      else begin
      RDdst = RDdst_in;
      halt = halt_in;
      end
    end
    assign RDdst_out = RDdst;
    assign halt_out = halt;
endmodule
module _regforMain (
  clk, ennable, reset, Din,
  dataout
  );
  input clk, ennable, reset;
  input [31:0] Din;
  output [31:0] dataout;
  reg [31:0] data = 0;
  assign dataout = data;
  always @ ( posedge clk ) begin
    if (reset) begin
      data = 0;
    end
    else if (ennable) begin
      data = Din;
    end
  end
endmodule  
```

==> job_summary.md <==
### Flow metrics

| Metric | Value |
|---|---|
| Status | `finished with violations` |
| Failing checks | `setup timing` |
| CP Data Required Time | `0.80 ns` |
| Pins Over Slew Limit | `0` |
| Avg Cell Area, Syn | `12.7 µm²` |
| Synth Seq Share | `74.5%` |
| FP Rows | `76` |
| Pwr Density | `1800 nW/µm²` |
| Slew HR | `84.5%` |
| Synth cell types | `5` |
| Root Buffer | `clkbuf_16` |
| Cycle use final | `115%` |
| Number of vias in the routed layout | `3544` |
| Cells in synth_stat.txt | `350` |
| Top layer reached by signal wires | `met5` |
| Startpoint types | `flip-flop` |
| Chip height | `229 µm` |
| # DRC | `0` |
| Cell family with the largest share of critical-path delay | `flip-flops` |
| Maximum clock path buffer count | `2` |
| Post-synthesis instance area | `4460 µm²` |
| Initial core utilization | `10.3%` |
| Die x size | `229 µm` |
| Yosys stat area | `4460 µm²` |
| Setup ws final | `-0.149 ns` |
| Setup Crit Path Kind | `flip-flop to output pin` |
| Clock sinks | `166` |
| Layout cell share with drive strength beyond 1 | `35.1%` |
| Worst path buffer plus inverter count | `1` |
| DR iter-0 viols | `91` |
| Post-route setup TNS | `-12.31 ns` |
| Core box area | `43200 µm²` |
| H-tree Lvls | `4` |
| Gpl congestion | `0.789` |
| Final Core Density | `19.8%` |
| RSZ-0062 raised after global routing | `yes` |
| Peak per-stage delay on the critical path | `0.37 ns` |
| Routed Antenna Nets | `0` |
| Routed wire per std cell | `13.5 µm` |
| Seq. cell area | `3370 µm²` |
| Total track usage | `6.55%` |
| CP max-delay cell | `dfxtp_4` |
| First-pass GRT wire length | `25300 µm` |
| Grt total ovfl | `0` |
| Clk slew on worst S/H paths | `0.07 ns` |
| Yosys warnings | `7` |
| VDD IR-drop max | `1270 µV` |
| DPL Wire Length | `14200 µm` |
| I/O pin count | `334` |
| Kind of end point of the critical path | `output pin` |
| Crit-path max FO | `1` |
| Crit-path cells | `buf_6` |
| Worst hold-check path type | `primary input to flip-flop` |
| Fmax | `0.870 GHz` |
| Die area | `52400 µm²` |
| Vias in the first global route | `3757` |
| MaxCap Viol Count | `0` |
| Registers, synthesis | `166` |
| Largest net degree at the start of global routing | `29` |
| OpenROAD warning count | `27` |
| Syn Inst Count | `350` |
| Min Hold Slack | `0.108 ns` |
| Clock buffer count from CTS | `17` |
| Layout area overhead | `92.0%` |
| Initial antenna violation count | `1` |
| Final instance area | `8560 µm²` |
| CTS tree | `built` |
| # hold bufs at CTS | `0` |
| Placement Cell Area | `8630 µm²` |
| Met2 Wirelength | `7790 µm` |
| Fin crit period | `1.15 ns` |
| Leak Pwr | `3.67 nW` |
| Actual slew at the worst max-slew pin | `0.232 ns` |
| Crit path arrival time | `0.95 ns` |
| Met3 wire length | `2230 µm` |
| # port buffers | `333` |
| Pre-antenna DRT Iters | `4` |
| WL final | `17500 µm` |
| Final setup fails | `166` |
| Met1 WL | `7140 µm` |
| DR vias/cell | `2.73` |
| MI comb area | `1050 µm²` |
| Final Hold Viols | `0` |
| Fill cells | `4790` |
cell type report:
class	instances	share of cell area (%)
sequential	166	39.3
timing repair buffer	349	32.6
tap	585	8.55
clock buffer	17	4.97
antenna	1	0.0292
multi-input combinational	166	12.3
clock inverter	15	2.21
per-layer routing:
layer | track usage, % | up-vias
li1 | - | 1756
met1 | 7.59 | 1545
met2 | 10.2 | 216
met3 | 4.19 | 25
met4 | 1.12 | 2
met5 | 0 | -
metrics by stage:
stage | power, mW | cells | setup slack [ns]
after floorplan | 7.41 | 350 | 0.275
after detailed placement | 8.99 | 1266 | -0.234
final | 15.4 | 1299 | -0.149
after CTS | 15.9 | 1298 | -0.240
after global routing | 16.2 | 1298 | -0.235
after global placement | 8.98 | 1266 | -0.247
timing repair:
action / in CTS / in global routing
setup endpoints to repair: 166 / 166
setup buffers: 0 / 0
resized: 591 / 12
kinds of logic after synthesis:
kind of cell / share of synthesized area, %
buffers and inverters: 1.96
flip-flops: 74.5
AND/OR/NAND/NOR: 23.6
Yosys cell counts:
| library cell | instances | area (µm²) |
|---|---|---|
| and2b_1 | 10 | 75.1 |
| dfxtp_1 | 166 | 3320 |
| nor2b_1 | 156 | 976 |
| clkbuf_1 | 2 | 7.51 |
| buf_2 | 16 | 80.1 |
flip-flops by register name, indices dropped and copies added, names as in the netlist:
signal and count:
AluOut.data 32, RDdst 5, IR.data 32, PC.data 32, halt 1, R2_out.data 32
sig.data 32
final timing paths:
| path | from | end | slack (ns) | cells after the start |
|---|---|---|---|---|
| setup / recovery | AluOut.data[19] | AluOut_out[19] | -0.15 | 1 |
| hold / removal | reset | RDdst[4] | 0.11 | 2 |
layout by cell type (no fill, tap or decap):
master / instances
clkbuf_16: 17
inv_8: 2
dfxtp_2: 34
buf_2: 150
dfxtp_1: 131
diode_2: 1
and2b_1: 10
buf_12: 6
inv_6: 6
buf_4: 11
clkinv_4: 1
dfxtp_4: 1
clkinv_2: 3
buf_6: 16
clkdlybuf4s50_1: 166
bufinv_16: 3
nor2b_1: 156
power by group:
part | switching, mW | internal, mW | total (mW)
registers | 0.0890 | 6.98 | 7.07
logic | 0.378 | 1.06 | 1.43
clock network | 2.95 | 3.99 | 6.93
total | 3.41 | 12.0 | 15.4
No activity file was given, so power comes from the tool's default toggle rates.
