### design/flow/run.sh
#!/bin/bash
# OpenROAD 26Q1-2900-gdf79404cd8, Yosys 0.63+post, stock flow scripts
make -C /OpenROAD-flow-scripts/flow DESIGN_CONFIG=/design/flow/config.mk WORK_HOME=/design/flow/orfs finish
### design/flow/config.mk
export PLATFORM = sky130hd
export DESIGN_NAME = ID_EX
export DESIGN_NICKNAME = ID_EX
export VERILOG_FILES = /design/flow/design.v
export SDC_FILE = /design/flow/constraint.sdc
export NUM_CORES = 4
export LEC_CHECK = 1
export CORE_AREA = 10 10 240 240
export DIE_AREA = 0 0 250 250
### design/flow/constraint.sdc
current_design ID_EX

set clk_period 29.2
set clk_io_pct 0.2

create_clock -name clk0 -period $clk_period [get_ports {clk}]

set non_clock_inputs [all_inputs -no_clocks]
set_input_delay [expr $clk_period * $clk_io_pct] -clock clk0 $non_clock_inputs
set_output_delay [expr $clk_period * $clk_io_pct] -clock clk0 [all_outputs]
### design/flow/design.v
`timescale 1ns / 1ps
module ID_EX(
reset, clk, isNop, PC_dst, load_use, halt,
sig_in, PC_jmp_in, PC_add_4_in, R1_in, R2_in, shift_num_in, extend_in, IR_in, PC_in,
RD_in, src_reg_num_in,
sig_out, PC_jmp_out, PC_add_4_out, R1_out, R2_out, shift_num_out, extend_out, IR_out, PC_out,
RD_out, src_reg_num_out
    );
    input reset;
    input clk, isNop, PC_dst, load_use, halt;
    input [31:0] sig_in, PC_jmp_in, PC_add_4_in, R1_in, R2_in, shift_num_in, extend_in, IR_in, PC_in;
    input [4:0] RD_in;
    input [9:0] src_reg_num_in;
    output [31:0] sig_out, PC_jmp_out, PC_add_4_out, R1_out, R2_out, shift_num_out, extend_out, IR_out, PC_out;
    output [4:0] RD_out;
    output [9:0] src_reg_num_out;
    reg [4:0] RD = 0;
    reg [9:0] src_reg_num = 0;
    wire insert_nop;
    assign insert_nop = (PC_dst | load_use | halt);
    wire [31:0] D_sig, D_PC_jmp, D_PC_add_4, D_R1, D_R2, D_shift_num, D_extend, D_IR, D_PC, D_sig2;
    assign D_sig = (insert_nop) ? 0 : sig_in;
    assign D_PC_jmp = (insert_nop) ? 0 : PC_jmp_in;
    assign D_PC_add_4 = (insert_nop) ? 0 : PC_add_4_in;
    assign D_R1 = (insert_nop) ? 0 : R1_in;
    assign D_R2 = (insert_nop) ? 0 : R2_in;
    assign D_shift_num = (insert_nop) ? 0 : shift_num_in;
    assign D_extend = (insert_nop) ? 0 : extend_in;
    assign D_IR = (insert_nop) ? 0 : IR_in;
    assign D_PC = (insert_nop) ? 0 : PC_in;
    assign D_sig2 = (isNop) ? 0 : D_sig;
    _regforMain sig(clk, 1, reset, D_sig, sig_out);
    _regforMain PC_jmp(clk, 1, reset, D_PC_jmp, PC_jmp_out);
    _regforMain PC_add_4(clk, 1, reset, D_PC_add_4, PC_add_4_out);
    _regforMain R1(clk, 1, reset, D_R1, R1_out);
    _regforMain R2(clk, 1, reset, D_R2, R2_out);
    _regforMain shift_num(clk, 1, reset, D_shift_num, shift_num_out);
    _regforMain extend(clk, 1, reset, D_extend, extend_out);
    _regforMain IR(clk, 1, reset, D_IR, IR_out);
    _regforMain PC(clk, 1, reset, D_PC, PC_out);
    always @ ( posedge clk ) begin
      if(insert_nop | reset) begin
        RD <= 0;
        src_reg_num <= 0;
      end
      else begin
        RD <= RD_in;
        src_reg_num <= src_reg_num_in;
      end
    end
    assign src_reg_num_out = src_reg_num;
    assign RD_out = RD;
endmodule
module _regforMain (
  clk, ennable, reset, Din,
  dataout
  );
  input clk, ennable, reset;
  input [31:0] Din;
  output [31:0] dataout;
  reg [31:0] data = 0;
  assign dataout = data;
  always @ ( posedge clk ) begin
    if (reset) begin
      data = 0;
    end
    else if (ennable) begin
      data = Din;
    end
  end
endmodule  
==> Changelog: implementation <==
### Implementation results

* RSZ-0062 raised after global routing: no
* Post-CTS Resized at 0
* Final core occ at 0.308
* DP HPWL at 26.3 mm
* Seq/Total Area, Yosys at 0.739
* DIE AREA at 62500 um2
* Max Slew Vio Count at 0
* Via/cell ratio at 3.23
* WL/cell at ~17 um
* Non-Filler Instances at 1971
* Max rail drop VDD at roughly 0.044 mV
* Cts hold-fix bufs at 0
* Filler instances at approximately 5300
* Leakage Power at just over 6 nW
* Clock Tree Root: clkbuf_16
* First-pass GRT wire length at between 40 and 50 mm
* Antenna violations before repair at 4
* CTS tree: built
* Worst slew pin tran at 835 ps
* Final Setup Violations at 0
* Yosys stat chip area at about 8200 um2
* Routed via count at 6368
* Max cap viols at 0
* # placed instances at ~1900
* Vias in the first global route at 6703
* Total power at 0.920 mW
* DRT iter0 DRCs at between 100 and 150
* Core box area at 52400 um2
* Layout cells sized above 1 at 0.0718
* Critical path fanouts, max at 103
* Critical Path Source Type: primary input
* Port Buf Inserts at 610
* Worst min path class: in -> reg
* Worst EP required at a little under 30000 ps
* Die Y at 250 um
* Setup TNS at 0 ps
* Post-route DRC at 0
* Remaining antenna violation count at 0
* Slew HR at 0.444
* Clk slew on worst S/H paths at approximately 60 ps
* Min Clock Period, post-route at 7660 ps
* Unique cell types at 7
* H-tree depth at 2
* Row count at 84
* GR Overflow Total at 0
* TritonCTS buffer count at 34
* Area Overhead vs Synth at 97.1%
* Overall global routing resource usage at 0.101
* CTS sink cnt at roughly 300
* Status: completed
* Number of synthesized register bits at 303
* Warnings, synthesis at 11
* First-pass DRT Iterations at 4
* Cell area after synthesis at between 8000 and 9000 um2
* Critical path type: in -> reg
* Final Wtd Congestion at 0.798
* WL final at 32.9 mm
* I/O pin count at 612
* Fin. Hold Viols at 0
* Core Density at Floorplan at 0.157
* Critical Path End Type: flop
* FMAX at roughly 130 MHz
* WP data arrival at 8120 ps
* Ys cells at about 640
* Average cell area after synthesis at 12.8 um2
* OpenROAD warning count at 32
* Pwr dens at ~57 nW/um2
* Final period utilization at 0.262
* HP Start: R2_in[14]
* Critical path startpoint: halt
* Post-CTS Setup Inserts at 0
* Cell count after synthesis at around 640
* CTS max path bufs at 3
* Hold Slack at just under 6000 ps
* Die Wd at roughly 250 um
* Largest net degree at the start of global routing at 104
[path summary, 6_finish.rpt]
kind / end / cells after the start
hold / removal: R2.data[14] / 2
setup / recovery: src_reg_num[1] / 5
[critical path: stages]
cell and delay [ps]:
clkdlybuf4s50_1 440, nor4_4 290, buf_4 470, buf_4 680, and2_2 290
[stage by stage]
step	area (um2)	worst slack, ps
detailed placement	15000	20940
finish	16200	21540
global route	16200	21290
floorplan	8210	22440
CTS	16200	21520
global placement	15000	20940
[cell usage after synthesis]
cell,instances,area (um2)
and2_1,266,1660
buf_6,3,33.8
clkbuf_2,27,135
clkbuf_1,3,11.3
and2_2,37,278
nor4_4,1,21.3
dfxtp_1,303,6070
[sequential cells by signal, indices dropped and copies added, names as in the netlist]
name / cells
sig.data: 32
src_reg_num: 10
R2.data: 32
PC.data: 32
extend.data: 32
shift_num.data: 32
RD: 5
PC_add_4.data: 32
IR.data: 32
PC_jmp.data: 32
R1.data: 32
[final cells by class]
class	instances	area, um2	share of cell area
flip-flops and latches	303	6070	0.375
diodes	2	5.00	0.000309
clock inverters	7	101	0.00626
clock buffers	53	1050	0.0647
multi-input cells	304	1960	0.121
well taps	688	861	0.0532
repair buffers	614	6140	0.379
[layout by cell type (no fill, tap or decap), drive strengths merged]
cell type / count
inv: 1
clkdlybuf4s50: 610
clkinv: 2
clkinvlp: 2
dfxtp: 303
and2: 303
clkbuf: 53
bufinv: 2
diode: 2
nor4: 1
buf: 4
[cell families (layout without fill, tap and decap cells)]
kind of cell,count (synthesis),after routing,synth area share
flops,303,303,0.739
simple gates,304,304,0.239
other cells,0,2,0
buf+inv,33,674,0.0219
[routing by layer]
metal / GRT usage / part of all wire / vias up
li1: - / - / 3163
met2: 0.167 / 0.48 / 351
met3: 0.0480 / 0.11 / 51
met5: 0 / 0.00079 / -
met1: 0.116 / 0.38 / 2799
met4: 0.0244 / 0.025 / 4
[where the power goes]
part           total, mW  internal, mW  switching [mW]
combinational     0.0608        0.0498          0.0110
clock              0.437         0.265           0.172
sequential         0.422         0.420         0.00198
total              0.920         0.735           0.185
Power is estimated from default activity; no workload was simulated.
