==> ./design.v <==
`timescale 1ns / 1ps
module mutex2_width32(
    sel,
    data0,
    data1,
    dataout
    );
    input sel;
    input [31:0] data0, data1;
    output [31:0] dataout;
    assign dataout = sel ? data1 : data0;
endmodule
module mutex4_width32(
    sel,
    data0, data1,
    data2, data3,
    dataout
    );
    input [1:0] sel;
    input [31:0] data0, data1, data2, data3;
    output [31:0] dataout;
    wire [31:0] dataout0, dataout1;
    mutex2_width32 mux0(sel[0], data0, data1, dataout0);
    mutex2_width32 mux1(sel[0], data2, data3, dataout1);
    assign dataout = sel[1] ? dataout1 : dataout0;
endmodule
module mutex8_width32(
    sel,
    data0, data1, data2, data3,
    data4, data5, data6, data7,
    dataout
    );
    input [2:0] sel;
    input [31:0] data0, data1, data2, data3;
    input [31:0] data4, data5, data6, data7;
    output [31:0] dataout;
    wire [31:0] dataout0, dataout1;
    mutex4_width32 mux0(sel[1:0], data0, data1, data2, data3, dataout0);
    mutex4_width32 mux1(sel[1:0], data4, data5, data6, data7, dataout1);
    assign dataout = sel[2] ? dataout1 : dataout0;
endmodule
module mutex16_width32(
    sel,
    data0, data1, data2, data3, data4, data5, data6, data7,
    data8, data9, data10, data11, data12, data13, data14, data15,
    dataout
    );
    input [3:0] sel;
    input [31:0] data0, data1, data2, data3, data4, data5, data6, data7;
    input [31:0] data8, data9, data10, data11, data12, data13, data14, data15;
    output [31:0] dataout;
    wire [31:0] dataout0, dataout1;
    mutex8_width32 mux0(sel[2:0], data0, data1, data2, data3, data4, data5, data6, data7, dataout0);
    mutex8_width32 mux1(sel[2:0], data8, data9, data10, data11, data12, data13, data14, data15, dataout1);
    assign dataout = sel[3] ? dataout1 : dataout0;
endmodule
module mutex32_width32(
    sel,
    data0, data1, data2, data3, data4, data5, data6, data7, data8, data9, data10, data11, data12, data13, data14, data15,
    data16, data17, data18, data19, data20, data21, data22, data23, data24, data25, data26, data27, data28, data29, data30, data31,
    dataout
    );
    input [4:0] sel;
    input [31:0] data0, data1, data2, data3, data4, data5, data6, data7, data8, data9, data10, data11, data12, data13, data14, data15;
    input [31:0] data16, data17, data18, data19, data20, data21, data22, data23, data24, data25, data26, data27, data28, data29, data30, data31;
    output [31:0] dataout;
    wire [31:0] dataout0, dataout1;
    mutex16_width32 mux0(sel[3:0], data0, data1, data2, data3, data4, data5, data6, data7, data8, data9, data10, data11, data12, data13, data14, data15, dataout0);
    mutex16_width32 mux1(sel[3:0], data16, data17, data18, data19, data20, data21, data22, data23, data24, data25, data26, data27, data28, data29, data30, data31, dataout1);
    assign dataout = sel[4] ? dataout1 : dataout0;
endmodule
`timescale 1ns / 1ps
module _regforRegfile (
  clk, ennable, reset, Din,
  dataout
  );
  input clk, ennable, reset;
  input [31:0] Din;
  output [31:0] dataout;
  reg [31:0] data = 0;
  assign dataout = data;
  always @ ( negedge clk ) begin
    if (reset) begin
      data = 0;
    end
    else if (ennable) begin
      data = Din;
    end
  end
endmodule  
module RegFile (
  R1_no, R2_no, RW_no, Din, WE, clk, reset,
  val_s0, val_s3, val_s2, val_ra, R1_val, R2_val
  );
  input [4:0] R1_no;
  input [4:0] R2_no;
  input [4:0] RW_no;
  input [31:0] Din;
  input WE, clk, reset;
  output [31:0] val_s0;
  output [31:0] val_s3;
  output [31:0] val_s2;
  output [31:0] val_ra;
  output [31:0] R1_val;
  output [31:0] R2_val;
  wire [31:0] _reg0, _reg1, _reg2, _reg3, _reg4, _reg5, _reg6, _reg7,
       _reg8, _reg9, _reg10, _reg11, _reg12, _reg13, _reg14, _reg15,
       _reg16, _reg17, _reg18, _reg19, _reg20, _reg21, _reg22, _reg23,
       _reg24, _reg25, _reg26, _reg27, _reg28, _reg29, _reg30, _reg31;
  wire [31:0] we_n;
  assign we_n[0] = 0;
  assign we_n[1] = (RW_no == 1) ? (WE & 1) : 0;
  assign we_n[2] = (RW_no == 2) ? (WE & 1) : 0;
  assign we_n[3] = (RW_no == 3) ? (WE & 1) : 0;
  assign we_n[4] = (RW_no == 4) ? (WE & 1) : 0;
  assign we_n[5] = (RW_no == 5) ? (WE & 1) : 0;
  assign we_n[6] = (RW_no == 6) ? (WE & 1) : 0;
  assign we_n[7] = (RW_no == 7) ? (WE & 1) : 0;
  assign we_n[8] = (RW_no == 8) ? (WE & 1) : 0;
  assign we_n[9] = (RW_no == 9) ? (WE & 1) : 0;
  assign we_n[10] = (RW_no == 10) ? (WE & 1) : 0;
  assign we_n[11] = (RW_no == 11) ? (WE & 1) : 0;
  assign we_n[12] = (RW_no == 12) ? (WE & 1) : 0;
  assign we_n[13] = (RW_no == 13) ? (WE & 1) : 0;
  assign we_n[14] = (RW_no == 14) ? (WE & 1) : 0;
  assign we_n[15] = (RW_no == 15) ? (WE & 1) : 0;
  assign we_n[16] = (RW_no == 16) ? (WE & 1) : 0;
  assign we_n[17] = (RW_no == 17) ? (WE & 1) : 0;
  assign we_n[18] = (RW_no == 18) ? (WE & 1) : 0;
  assign we_n[19] = (RW_no == 19) ? (WE & 1) : 0;
  assign we_n[20] = (RW_no == 20) ? (WE & 1) : 0;
  assign we_n[21] = (RW_no == 21) ? (WE & 1) : 0;
  assign we_n[22] = (RW_no == 22) ? (WE & 1) : 0;
  assign we_n[23] = (RW_no == 23) ? (WE & 1) : 0;
  assign we_n[24] = (RW_no == 24) ? (WE & 1) : 0;
  assign we_n[25] = (RW_no == 25) ? (WE & 1) : 0;
  assign we_n[26] = (RW_no == 26) ? (WE & 1) : 0;
  assign we_n[27] = (RW_no == 27) ? (WE & 1) : 0;
  assign we_n[28] = (RW_no == 28) ? (WE & 1) : 0;
  assign we_n[29] = (RW_no == 29) ? (WE & 1) : 0;
  assign we_n[30] = (RW_no == 30) ? (WE & 1) : 0;
  assign we_n[31] = (RW_no == 31) ? (WE & 1) : 0;
  _regforRegfile r0(clk, we_n[0], reset, 0, _reg0);
  _regforRegfile r1(clk, we_n[1], reset, Din, _reg1);
  _regforRegfile r2(clk, we_n[2], reset, Din, _reg2);
  _regforRegfile r3(clk, we_n[3], reset, Din, _reg3);
  _regforRegfile r4(clk, we_n[4], reset, Din, _reg4);
  _regforRegfile r5(clk, we_n[5], reset, Din, _reg5);
  _regforRegfile r6(clk, we_n[6], reset, Din, _reg6);
  _regforRegfile r7(clk, we_n[7], reset, Din, _reg7);
  _regforRegfile r8(clk, we_n[8], reset, Din, _reg8);
  _regforRegfile r9(clk, we_n[9], reset, Din, _reg9);
  _regforRegfile r10(clk, we_n[10], reset, Din, _reg10);
  _regforRegfile r11(clk, we_n[11], reset, Din, _reg11);
  _regforRegfile r12(clk, we_n[12], reset, Din, _reg12);
  _regforRegfile r13(clk, we_n[13], reset, Din, _reg13);
  _regforRegfile r14(clk, we_n[14], reset, Din, _reg14);
  _regforRegfile r15(clk, we_n[15], reset, Din, _reg15);
  _regforRegfile r16(clk, we_n[16], reset, Din, _reg16);
  _regforRegfile r17(clk, we_n[17], reset, Din, _reg17);
  _regforRegfile r18(clk, we_n[18], reset, Din, _reg18);
  _regforRegfile r19(clk, we_n[19], reset, Din, _reg19);
  _regforRegfile r20(clk, we_n[20], reset, Din, _reg20);
  _regforRegfile r21(clk, we_n[21], reset, Din, _reg21);
  _regforRegfile r22(clk, we_n[22], reset, Din, _reg22);
  _regforRegfile r23(clk, we_n[23], reset, Din, _reg23);
  _regforRegfile r24(clk, we_n[24], reset, Din, _reg24);
  _regforRegfile r25(clk, we_n[25], reset, Din, _reg25);
  _regforRegfile r26(clk, we_n[26], reset, Din, _reg26);
  _regforRegfile r27(clk, we_n[27], reset, Din, _reg27);
  _regforRegfile r28(clk, we_n[28], reset, Din, _reg28);
  _regforRegfile r29(clk, we_n[29], reset, Din, _reg29);
  _regforRegfile r30(clk, we_n[30], reset, Din, _reg30);
  _regforRegfile r31(clk, we_n[31], reset, Din, _reg31);
  assign val_s0 = _reg16;
  assign val_s3 = _reg19;
  assign val_s2 = _reg18;
  assign val_ra = _reg31;
  mutex32_width32 choose_r1(R1_no,
    _reg0, _reg1, _reg2, _reg3, _reg4, _reg5, _reg6, _reg7,
    _reg8, _reg9, _reg10, _reg11, _reg12, _reg13, _reg14, _reg15,
    _reg16, _reg17, _reg18, _reg19, _reg20, _reg21, _reg22, _reg23,
    _reg24, _reg25, _reg26, _reg27, _reg28, _reg29, _reg30, _reg31,
    R1_val);
    mutex32_width32 choose_r2(R2_no,
      _reg0, _reg1, _reg2, _reg3, _reg4, _reg5, _reg6, _reg7,
      _reg8, _reg9, _reg10, _reg11, _reg12, _reg13, _reg14, _reg15,
      _reg16, _reg17, _reg18, _reg19, _reg20, _reg21, _reg22, _reg23,
      _reg24, _reg25, _reg26, _reg27, _reg28, _reg29, _reg30, _reg31,
      R2_val);
endmodule  
==> ./run.sh <==
#!/bin/bash
# OpenROAD 26Q1-2900-gdf79404cd8, Yosys 0.63+post, stock flow scripts
make -C /OpenROAD-flow-scripts/flow DESIGN_CONFIG=/design/flow/config.mk WORK_HOME=/design/flow/orfs finish
==> ./config.mk <==
export PLATFORM = sky130hd
export DESIGN_NAME = RegFile
export DESIGN_NICKNAME = RegFile
export VERILOG_FILES = /design/flow/design.v
export SDC_FILE = /design/flow/constraint.sdc
export NUM_CORES = 4
export LEC_CHECK = 1
export CORE_UTILIZATION = 40
==> ./constraint.sdc <==
current_design RegFile

set clk_period 6.0
set clk_io_pct 0.2

create_clock -name clk0 -period $clk_period [get_ports {clk}]

set non_clock_inputs [all_inputs -no_clocks]
set_input_delay [expr $clk_period * $clk_io_pct] -clock clk0 $non_clock_inputs
set_output_delay [expr $clk_period * $clk_io_pct] -clock clk0 [all_outputs]
==> flow_summary_export.csv <==
group,metric,value,unit
power_and_ir_drop,total_power,0.0180,W
outcome,status,"finished, violations left",
clock_tree,numCtsBuffers,110,
job,cap_violations,0,
sta,worstMarginPinSlew,0.954,ns
clock_tree,clkLatencyLatePin,0.69,ns
critical_path,critPathBufInv,3,
critical_path,cp_cell_sequence,"buf_6, mux4_2, a22o_1, o21ai_1, buf_4, o31ai_4, buf_2",
critical_path,cp_num_cells,7,
job,openroad.warnings,1022,
placement,post-place-ws,-0.327,ns
sta,setup_viol,64,
logic_synthesis,avgSynthCellArea,8.60,sq um
logic_synthesis,ys_area,50500,sq um
clock_tree,cts_tree,"yes",
critical_path,setup.worst_path.end,"R1_val[13]",
die,num_rows,129,
die,die-area,128000,sq um
logic_synthesis,ys_cells,5870,
critical_path,crit_fanout,2,
global_route,grt_max_degree,106,
placement,post-dp-hpwl,127,mm
sta,worst_clock_skew,0,ns
detailed_routing,vias,51501,
critical_path,rrSetupSlack,5.18,ns
critical_path,path_delay_family,"AND-OR/OR-AND gates",
detailed_routing,wl,207,mm
die,fp-utilization,40.5,%
finish,fin_cells,8912,
sta,setup_slack,-0.589,ns
finish,syn_to_final_growth,32.3,%
logic_synthesis,ys_types,33,
placement,io_buffers,241,
outcome,failed_checks,"negative setup slack",
logic_synthesis,synthCells,5870,
sta,relSlewSlack,36.4,%
clock_tree,cts_root_buf,"clkbuf_16",
placement,gp_congestion,0.999,
critical_path,required,4.80,ns
detailed_routing,wl_per_cell,23.2,um
clock_tree,path_clk_slew,0.03,ns
clock_tree,cts_sinks,992,
power_and_ir_drop,leakage,26.9,nW
critical_path,arrival,5.39,ns
detailed_routing,drtIter0Drc,4428,
critical_path,rr_startpoint,"r18.data[10]",
global_route,antenna_found_initial,3,
critical_path,crit_path_max_incr_delay,0.44,ns
sta,timing.hold.ws,0.455,ns
critical_path,crit_type,"reg -> out",
detailed_routing,drt-vias-per-instance,5.78,
detailed_routing,dr.pass1.iters,6,
logic_synthesis,ys_warn_count,1,
power_and_ir_drop,p_per_area,269,nW/um^2
sta,hold_violations,0,
placement,placed_cells,7732,
detailed_routing,drc_errors,0,
clock_tree,cts_htree_levels,3,
critical_path,slowest_stage,"mux4_2",
die,chipWidth,357,um
global_route,gr-total-overflow,0,
critical_path,r2r.worst_path.cells,4,
logic_synthesis,ys.flops,992,
global_route,grtUsageTotal,33.6,%
critical_path,start_kind,"register",
critical_path,timing.rr.end,"r18.data[10]",
global_route,grt_use_met2,48.1,%
die,core_region_area,124000,sq um
logic_synthesis,ys_seq_share,39.4,%
critical_path,cp-end-kind,"primary output",
finish,utilization,53.7,%
global_route,met1_usage,41.3,%
hold_path,hold_path_class,"reg -> reg",
finish,drive_gt1_share,21.1,%
global_route,top_usage_layer,"met2",
sta,rsz0062_at_grt,"yes",
die,io_pins,242,
critical_path,timing.critical_path.from,"r26.data[13]",
power_and_ir_drop,ir_drop,0.000248,V
clock_tree,cts.path.max_buffers,3,
detailed_routing,ant_nets,0,
sta,drv_slew,0,
hold_path,min_from,"r26.data[28]",
global_route,grt_pass1_wl,307,mm
global_route,grt_pass1_vias,52014,
logic_synthesis,synth_area,50500,sq um
global_route,met3_usage,18.8,%
die,die_h,357,um
area by class of cell:
type | count | area (sq um)
Antenna cell | 1 | 2.50
Clock buffer | 113 | 2830
Clock inverter | 1087 | 4750
Fill cell | 10786 | 57700
Inverter | 2 | 7.51
Multi-Input combinational cell | 4257 | 28900
Sequential cell | 992 | 20000
Tap cell | 1637 | 2050
Timing Repair Buffer | 823 | 8200
logic make-up (layout without fill, tap and decap cells):
group	after synthesis	count (layout)	share of synthesized area [%]
AOI/OAI and AO/OA	1440	1440	16.5
buffers and inverters	621	2025	5.32
DFF	992	992	39.4
muxes	608	608	21.7
other	0	1	0
and+or+nand+nor	2209	2209	17.1
cells in the mapped netlist (all sizes together):
library cell / n / area share [%]
nand2: 2082 / 15
a21oi: 992 / 9.8
dfxtp: 992 / 39
clkbuf: 474 / 3.5
mux4: 384 / 17
a22o: 192 / 3.3
mux2i: 160 / 3.2
buf: 144 / 1.8
a211oi: 64 / 0.95
mux2: 64 / 1.4
o21ai: 64 / 0.63
o22ai: 64 / 0.79
o31ai: 64 / 0.95
and2: 42 / 0.52
and3: 32 / 0.40
nor2: 21 / 0.16
nor2b: 8 / 0.099
nor3: 6 / 0.069
nand2b: 4 / 0.050
and4b: 3 / 0.060
and4bb: 3 / 0.074
inv: 3 / 0.022
nand4b: 3 / 0.052
nand4bb: 2 / 0.045
and4: 1 / 0.017
nand4: 1 / 0.012
nor4b: 1 / 0.030
worst min path at each step:
stage | to | cells past startpoint
CTS | r23.data[10] | 2
global route | r23.data[10] | 2
finish | r26.data[28] | 2
placed cells by master (no fill, tap or decap), types with 4 or more instances in the layout:
| master | instances |
|---|---|
| clkbuf_16 | 113 |
| nand2_1 | 2079 |
| buf_4 | 432 |
| nor2b_4 | 4 |
| o21ai_2 | 23 |
| buf_6 | 19 |
| mux2i_1 | 160 |
| a22o_1 | 192 |
| o31ai_4 | 44 |
| and3_1 | 32 |
| clkinvlp_2 | 39 |
| mux2_2 | 64 |
| nand2b_1 | 4 |
| buf_12 | 133 |
| mux4_2 | 384 |
| nor3_2 | 5 |
| clkdlybuf4s50_1 | 166 |
| buf_8 | 5 |
| buf_2 | 66 |
| dfxtp_1 | 879 |
| a21oi_1 | 992 |
| inv_6 | 6 |
| and2_1 | 41 |
| bufinv_16 | 22 |
| inv_4 | 4 |
| nor2_2 | 6 |
| a211oi_1 | 54 |
| dfxtp_2 | 112 |
| nor2_4 | 14 |
| o31ai_2 | 12 |
| inv_1 | 1017 |
| a211oi_2 | 10 |
| o21ai_1 | 39 |
| o31ai_1 | 8 |
| o22ai_1 | 64 |
power breakdown:
part           internal [W]  switching, W  total (W)  leakage (nW)
Sequential          0.00670     0.0000343    0.00673          8.05
Combinational      0.000479      0.000906    0.00138          11.7
Clock               0.00523       0.00464    0.00987          7.16
Total                0.0124       0.00558     0.0180          26.9
per-layer routing:
metal	vias up	routed length [um]
li1	23212	-
met1	24567	75500
met2	3169	92700
met3	541	28400
met4	12	10100
met5	-	323
timing repair:
item	4_1_cts	5_1_grt
pin swaps	123	44
endpoints found under the setup margin	64	65
setup buffers	6	2
hold buffers	0	0
resized	408	56
tightest hold or removal path, cell delays in order, from the launching register on:
cell,delay (ns)
dfxtp_2,0.31
nand2_1,0.05
a21oi_1,0.05
through the flow:
step / TNS (ns) / area, sq um
2_1_floorplan: 0 / 50500
3_3_place_gp: -21.18 / 58600
3_5_place_dp: -26.46 / 58600
4_1_cts: -32.42 / 66700
5_1_grt: -35.27 / 66800
6_report: -31.10 / 66800
Power and IR drop assume default switching activity.
